==> /design/flow/design.v <==
`default_nettype none
module counter #(parameter N=8)
   (input  wire          i_clk, i_rstn,
    input  wire 	 i_en,
    input  wire 	 i_load,
    input  wire 	 i_dir,
    input  wire  [N-1:0] i_data,
    output logic [N-1:0] o_result,
    output logic 	 o_full,
    output logic         o_empty);
   var logic [N-1:0] 	 ps;
   logic [N-1:0] 	 ns;
   always_ff @(posedge i_clk) begin
      if (~i_rstn)
	ps <= {N{1'b0}};
      else
	if (i_en) begin
	   if (i_load)
	     ps <= i_data;
	   else
	     ps <= ns;
	end
   end  
   assign ns = (i_dir) ? ps + 1'b1 : ps - 1'b1;
   assign o_full = (ps == {N{1'b1}});
   assign o_empty = (ps == {N{1'b0}});
   assign o_result = ps;
endmodule  
`default_nettype wire
==> /design/flow/run.sh <==
#!/bin/bash
# OpenROAD 26Q1-2900-gdf79404cd8, Yosys 0.63+post, stock flow scripts
make -C /OpenROAD-flow-scripts/flow DESIGN_CONFIG=/design/flow/config.mk WORK_HOME=/design/flow/orfs finish
==> /design/flow/config.mk <==
export PLATFORM = sky130hd
export DESIGN_NAME = counter
export DESIGN_NICKNAME = counter
export VERILOG_FILES = /design/flow/design.v
export SDC_FILE = /design/flow/constraint.sdc
export NUM_CORES = 4
export LEC_CHECK = 1
export CORE_AREA = 10 10 70 70
export DIE_AREA = 0 0 80 80
==> /design/flow/constraint.sdc <==
current_design counter

set clk_period 3.9
set clk_io_pct 0.2

create_clock -name clk0 -period $clk_period [get_ports {i_clk}]

set non_clock_inputs [all_inputs -no_clocks]
set_input_delay [expr $clk_period * $clk_io_pct] -clock clk0 $non_clock_inputs
set_output_delay [expr $clk_period * $clk_io_pct] -clock clk0 [all_outputs]
==> impl_metrics.yaml <==
# flow metrics
final_timing:
  slew_viol_final: 0
  finalSetupViolCount: 0
  worst_pin_slew_ns: 0.6367
  rsz0062_at_grt: "no"
  setup_tns_ns: 0
  finalCritPeriodShare: 0.6997
  fmax_ghz: 0.3664
  whs_ns: 0.5950
  period_needed_ns: 2.729
  final_hold_viol_count: 0
  relSlewSlack: 0.5742
  fin_skew_ns: 0.0006694
global_route:
  grt_usage: 0.06023
  grt_pass1_vias: 642
  antenna_found_initial: 0
  grt_overflow: 0
  grt_pass1_wl_mm: 3.118
  grt_max_degree: 17
drt:
  remaining_drc_errors: 0
  totalWireLength_mm: 1.887
  ant_nets: 0
  n_antenna_cell: 0
  wire_per_inst_um: 12.84
  drt_iter0_drc: 39
  vias_per_cell: 4.551
  num_vias: 669
  first_pass_iters: 4
clock_tree:
  clock_path_buffers: 2
  clk_pin_slew_worst_paths_ns: 0.05
  ctsResizeCount: 0
  postCtsHoldBufs: 0
  cts_tree: "done"
  postCtsSetupRepairBufs: 0
  clkLatencyLatePin_ns: 0.25
  clock-root-buffer: "clkbuf_4"
  clock-sinks: 8
  cts_buffers: 3
  h-tree-depth: 1
pwr:
  p_sw_uw: 86.56
  ir_drop_v: 0.0001638
  cellLeakagePower_nw: 0.4003
  p_comb_frac: 0.396
  p_per_area_nw_per_um2: 282.0
  p_sw_frac: 0.3174
  clkPwrFrac: 0.233
  sequentialPowerShare: 0.371
  intPower_uw: 186.2
placed_design:
  dpl.hpwl_mm: 1.505
  gp_congestion: 0.8592
  dp.cells: 144
  place_area_um2: 944.7
  port_buffers: 22
min_path:
  hold_class: "reg2reg"
  holdCritStartpoint: "ps[4]$_SDFFE_PN0P_"
run:
  tool_warnings: 25
  drv_cap: 0
final_layout:
  fin_area_um2: 967.2
  top_register: "ps"
  drive_gt1_frac: 0.04950
  top_regs: "ps x8"
  largest_reg_flops: 8
  syn_to_final_growth_pct: 42.36
  instances_no_fill: 147
  utilization: 0.2832
logic_synthesis:
  synth_chip_area_um2: 679.4
  avgSynthCellArea_um2: 8.600
  netlist_area_um2: 679.4
  synth_cell_types: 30
  yosys_warnings: 1
  yosysCellCount: 79
  numSynthFlops: 8
  syn-instance-count: 79
  ys_seq_share: 0.2357
setup_path:
  r2r-start: "ps[1]$_SDFFE_PN0P_"
  path_cells: "clkdlybuf4s50_1 -> inv_1 -> ha_1 -> a211oi_1 -> o21ai_2 -> mux2i_1 -> a2111oi_2 -> o31a_1"
  critical_path_class: "in2reg"
  crit_slowest_cell: "clkdlybuf4s50_1"
  slowest_delay_ns: 0.53
  cp_max_fo: 7
  startpoint_type: "primary input"
  cp.arrival_ns: 2.93
  path_buffers: 2
  cp_top_family: "AND-OR/OR-AND gates"
  crit_start: "i_dir"
  required_ns: 4.10
  cp-end-kind: "flip-flop"
die:
  coreArea_um2: 3416
  rows: 21
  dieArea_um2: 6400
  pin_count: 23
  die_w_um: 80
  die_y_um: 80
  fp_util: 0.1989
status:
  status: "complete, no violations"
## cell usage after synthesis
cell,count,area (um2)
o41a_1,1,11.26
a21oi_1,7,35.03
o21ai_0,8,40.04
a31oi_1,1,6.260
o211a_1,2,20.02
nand3_1,1,5.000
or4_1,2,15.01
a211oi_1,2,15.01
a22oi_1,1,7.510
nand4_1,2,12.51
dfxtp_1,8,160.2
xor2_1,1,8.760
fa_1,1,20.02
inv_1,3,11.26
clkbuf_1,2,7.510
mux2i_1,6,60.06
and3_1,1,6.260
buf_2,1,5.000
nor2_1,5,18.77
nand2_1,3,11.26
nor2b_1,1,6.260
a2111oi_2,1,15.01
ha_1,6,75.07
nor3b_1,1,7.510
o211ai_1,3,22.52
a21o_1,3,22.52
xnor2_1,3,26.28
o31a_1,1,8.760
o21ai_2,1,8.760
and4b_1,1,10.01
## layout make-up
cell class,instances,area [um2]
inverters,3,11.26
well taps,46,57.56
fillers,366,2449
clock buffers,3,22.52
multi-input cells,65,495.5
flip-flops and latches,8,160.2
repair buffers,22,220.2
## worst reg2reg max path: stages (launching register included)
cell	delay, ns
dfxtp_1	0.45
ha_1	0.29
a211oi_1	0.28
o21ai_2	0.12
mux2i_1	0.15
a2111oi_2	0.38
o31a_1	0.17
## cells in the final DEF, fill, tap and decap left out, drive strengths merged
| master | Yosys | layout |
|---|---|---|
| clkdlybuf4s50 | 0 | 22 |
| o21ai | 9 | 9 |
| dfxtp | 8 | 8 |
| a21oi | 7 | 7 |
| mux2i | 6 | 6 |
| ha | 6 | 6 |
| nor2 | 5 | 5 |
| inv | 3 | 3 |
| xnor2 | 3 | 3 |
| nand2 | 3 | 3 |
| o211ai | 3 | 3 |
| a21o | 3 | 3 |
| clkbuf | 2 | 3 |
| nand4 | 2 | 2 |
| or4 | 2 | 2 |
| o211a | 2 | 2 |
| a211oi | 2 | 2 |
| nor2b | 1 | 1 |
| a22oi | 1 | 1 |
| and3 | 1 | 1 |
| and4b | 1 | 1 |
| a2111oi | 1 | 1 |
| nand3 | 1 | 1 |
| o31a | 1 | 1 |
| o41a | 1 | 1 |
| nor3b | 1 | 1 |
| a31oi | 1 | 1 |
| xor2 | 1 | 1 |
| fa | 1 | 1 |
## logic make-up after synthesis
logic type,Yosys count,share of synthesized area
multiplexers,6,0.08840
flip-flops,8,0.2357
AND-OR/OR-AND,31,0.3131
XOR/XNOR,4,0.05157
AND/OR/NAND/NOR,17,0.1363
buffers and inverters,6,0.03499
adder cells (fa/ha/maj),7,0.1400
## metrics by stage
step | total power, mW | setup slack, ns
after CTS | 0.2748 | 1.164
after detailed placement | 0.2106 | 0.9085
after global placement | 0.2099 | 0.9380
after floorplan | 0.1651 | 1.565
final | 0.2727 | 1.171
after global routing | 0.2960 | 1.009
## power groups by stage
stage	sequential (mW)	clock (mW)	combinational (mW)
4_1_cts	0.101	0.0645	0.109
5_1_grt	0.103	0.0714	0.121
6_report	0.101	0.0636	0.108
## layer usage
| layer | vias up | GRT usage | wire, um | part of all wire |
|---|---|---|---|---|
| li1 | 351 | - | - | - |
| met1 | 298 | 0.08345 | 957 | 0.51 |
| met2 | 20 | 0.07945 | 710 | 0.38 |
| met3 | 0 | 0.03977 | 220 | 0.12 |
| met4 | 0 | 0.001761 | 0 | 0 |
| met5 | - | 0 | 0 | 0 |
## path summary, 6_finish.rpt
kind                            cells past startpoint                  to  slack [ns]
worst max-delay path                                8  ps[7]$_SDFFE_PN0P_        1.17
worst min-delay path                                2  ps[4]$_SDFFE_PN0P_        0.60
worst max register to register                      6  ps[7]$_SDFFE_PN0P_        2.00
worst min register to register                      2  ps[4]$_SDFFE_PN0P_        0.60
Power figures rest on the tool's default switching activity, not on a simulated workload.
